==> design.v <==
module CCD_Capture(	oDATA,
					oDVAL,
					oX_Cont,
					oY_Cont,
					oFrame_Cont,
					iDATA,
					iFVAL,
					iLVAL,
					iSTART,
					iEND,
					iCLK,
					iRST
						);
input	[11:0]	iDATA;
input			iFVAL;
input			iLVAL;
input			iSTART;
input			iEND;
input			iCLK;
input			iRST;
output	[11:0]	oDATA;
output	[15:0]	oX_Cont;
output	[15:0]	oY_Cont;
output	[31:0]	oFrame_Cont;
output			oDVAL;
reg				Pre_FVAL;
reg				mCCD_FVAL;
reg				mCCD_LVAL;
reg		[11:0]	mCCD_DATA;
reg		[15:0]	X_Cont;
reg		[15:0]	Y_Cont;
reg		[31:0]	Frame_Cont;
reg				mSTART;
parameter COLUMN_WIDTH = 800;
assign	oX_Cont		=	X_Cont;
assign	oY_Cont		=	Y_Cont;
assign	oFrame_Cont	=	Frame_Cont;
assign	oDATA		=	mCCD_DATA;
assign	oDVAL		=	mCCD_FVAL&mCCD_LVAL;
always@(posedge iCLK or negedge iRST)
begin
	if(!iRST)
	mSTART	<=	0;
	else
	begin
		if(iSTART)
		mSTART	<=	1;
		if(iEND)
		mSTART	<=	0;		
	end
end
always@(posedge iCLK or negedge iRST)
begin
	if(!iRST)
	begin
		Pre_FVAL	<=	0;
		mCCD_FVAL	<=	0;
		mCCD_LVAL	<=	0;
		X_Cont		<=	0;
		Y_Cont		<=	0;
	end
	else
	begin
		Pre_FVAL	<=	iFVAL;
		if( ({Pre_FVAL,iFVAL}==2'b01) && mSTART )
		mCCD_FVAL	<=	1;
		else if({Pre_FVAL,iFVAL}==2'b10)
		mCCD_FVAL	<=	0;
		mCCD_LVAL	<=	iLVAL;
		if(mCCD_FVAL)
		begin
			if(mCCD_LVAL)
			begin
				if(X_Cont<(COLUMN_WIDTH-1))
				X_Cont	<=	X_Cont+1;
				else
				begin
					X_Cont	<=	0;
					Y_Cont	<=	Y_Cont+1;
				end
			end
		end
		else
		begin
			X_Cont	<=	0;
			Y_Cont	<=	0;
		end
	end
end
always@(posedge iCLK or negedge iRST)
begin
	if(!iRST)
	Frame_Cont	<=	0;
	else
	begin
		if( ({Pre_FVAL,iFVAL}==2'b01) && mSTART )
		Frame_Cont	<=	Frame_Cont+1;
	end
end
always@(posedge iCLK or negedge iRST)
begin
	if(!iRST)
		mCCD_DATA	<=	0;
	else if (iLVAL)
		mCCD_DATA	<=	iDATA;
	else
		mCCD_DATA	<=	0;	
end			
reg	ifval_dealy;
wire ifval_fedge;	
reg	[15:0]	y_cnt_d;
always@(posedge iCLK or negedge iRST)
begin
	if(!iRST)
		y_cnt_d	<=	0;
	else
		y_cnt_d	<=	Y_Cont;	
end
always@(posedge iCLK or negedge iRST)
begin
	if(!iRST)
		ifval_dealy	<=	0;
	else
		ifval_dealy	<=	iFVAL;	
end
assign ifval_fedge = ({ifval_dealy,iFVAL}==2'b10)?1:0;  
endmodule
==> run.sh <==
#!/bin/bash
# OpenROAD 26Q1-2900-gdf79404cd8, Yosys 0.63+post, stock flow scripts
make -C /OpenROAD-flow-scripts/flow DESIGN_CONFIG=/design/flow/config.mk WORK_HOME=/design/flow/orfs finish
==> config.mk <==
export PLATFORM = sky130hd
export DESIGN_NAME = CCD_Capture
export DESIGN_NICKNAME = CCD_Capture
export VERILOG_FILES = /design/flow/design.v
export SDC_FILE = /design/flow/constraint.sdc
export NUM_CORES = 4
export LEC_CHECK = 1
export CORE_UTILIZATION = 50
==> constraint.sdc <==
current_design CCD_Capture

set clk_period 7.6
set clk_io_pct 0.2

create_clock -name clk0 -period $clk_period [get_ports {iCLK}]

set non_clock_inputs [all_inputs -no_clocks]
set_input_delay [expr $clk_period * $clk_io_pct] -clock clk0 $non_clock_inputs
set_output_delay [expr $clk_period * $clk_io_pct] -clock clk0 [all_outputs]
==> qor.yml <==
run_status:
  status: "finished, final reports clean"
place:
  post-dp-hpwl_um: 5100
  place_congestion: 0.912
  dpl_cell_area_um2: 4630
  portBuffers: 94
  dpl.cell_count: 530
min_path:
  min_path_type: "flip-flop to flip-flop"
  hold-path-endpoint: "Frame_Cont[31]$_DFFE_PN0P_"
  holdPathStages: 1
  holdCritStartpoint: "Frame_Cont[31]$_DFFE_PN0P_"
cells_and_area:
  area_delta_synth_final_pct: 35.1
  instances_no_fill: 545
  final_core_util: 0.709
  fin_area_um2: 4870
  layout-drive-gt1-share: 0.0535
synthesis:
  syn_area_um2: 3600
  edf_count: 0
  async_flop_share: 1.00
  synth_flops: 80
  top_cell_area_share: 0.556
  topCellsByArea: "dfrtp_1 (56%), xnor2_1 (5.8%), nand2_1 (4.9%)"
  yosys_area_um2: 3600
  ff_type: "dfrtp_1"
  syn_avg_cell_area_um2: 10.4
  yosys-stat-cells: 348
  syn_inst: 348
  yosysSeqAreaShare: 0.556
  top_cell: "dfrtp_1"
  ys_types: 43
  yosys_warnings: 1
  common_cells: "dfrtp_1 (80), nand2_1 (47), nor2_1 (35)"
  yosysTopAreaCell: "dfrtp_1"
final_timing:
  tns_ps: 0
  slew_violations: 0
  worst_slew_pin_slew_ps: 880
  timing.final.crit_share: 0.435
  fmaxAchievable_mhz: 302
  rsz0062_at_grt: "false"
  hold_viol_final: 0
  period_minus_slack_ps: 3310
  skew_ps: 9.96
  setup_viol: 0
  relSlewSlack: 0.411
clock_network:
  cts_resized: 0
  cts_buffers: 9
  cts_setup_buffers: 0
  cts_root_buf: "clkbuf_8"
  clkTransAtPathRegs_ps: 70
  cts.path.max_buffers: 2
  cts_sinks: 80
  clock_latency_ps: 340
  postCtsHoldBufs: 0
  htree_levels: 3
  tritoncts: "built"
die:
  core_um2: 6870
  die_h_um: 86.9
  ios: 95
  chipArea_um2: 7550
  fp_util: 0.525
  fp.dieW_um: 86.9
  rows: 30
critical_path:
  worst_setup_path_start_kind: "primary input"
  cp_cell_sequence: "clkdlybuf4s50_1 > nand3b_4 > or4_1 > nor2_1 > nand4_1 > xnor2_1"
  crit_slowest_cell: "or4_1"
  path_buffers: 1
  regToRegEndpoint: "Y_Cont[11]$_DFFE_PN0P_"
  crit_arrival_ps: 3530
  reg2regPathDepth: 7
  worst_setup_path_end_kind: "flip-flop"
  rrSetupSlack_ps: 5200
  critPathMaxStageDelay_ps: 640
  reg2reg_from: "X_Cont[0]$_DFFE_PN0P_"
  critPathTopFamily: "simple AND/OR/NAND/NOR gates"
  required_ps: 7820
  critPathKind: "primary input to flip-flop"
  crit_path_max_fanout: 5
routing:
  post_drt_wl_per_cell_um: 13.6
  wl_um: 7400
  ant_nets: 0
  n_antenna_cell: 0
  drtIter0Drc: 148
  drc: 0
  dr_total_vias: 2833
  drt_first_pass_iters: 4
  viasPerCell: 5.20
global_routing:
  grt_max_degree: 57
  grt_usage: 0.217
  grt_pass1_wl_um: 12500
  grt_pass1_vias: 2636
  grt_antenna_before_repair: 0
  overflow: 0
pwr:
  power.density_nw_per_um2: 190
  power_leakage_nw: 2.06
  irDropWorstVdd_mv: 0.160
  power.total_uw: 924
job:
  warning_count: 26
  maxCapViolations: 0
[per-stage QoR]
| stage | setup WS [ps] | hold slack (ps) |
|---|---|---|
| global route | 4210 | 522 |
| floorplan | 4750 | 424 |
| global placement | 4050 | 468 |
| finish | 4290 | 487 |
| detailed placement | 4010 | 468 |
| CTS | 4310 | 487 |
[worst max path at each step]
stage	from	endpoint	slack, ps	depth (start not counted)
after CTS	iFVAL	Frame_Cont[29]$_DFFE_PN0P_	4310	6
after global routing	iFVAL	Frame_Cont[29]$_DFFE_PN0P_	4210	6
final	iFVAL	Frame_Cont[29]$_DFFE_PN0P_	4290	6
[state kept, by name, summed over array words and instances, names as in the netlist]
| signal | flops |
|---|---|
| X_Cont | 16 |
| mSTART | 1 |
| mCCD_LVAL | 1 |
| mCCD_FVAL | 1 |
| Pre_FVAL | 1 |
| mCCD_DATA | 12 |
| Frame_Cont | 32 |
| Y_Cont | 16 |
[kinds of logic after synthesis]
| kind of cell | Yosys count | share of synthesized area |
|---|---|---|
| and+or+nand+nor | 184 | 0.264 |
| xor gates and xnor gates | 37 | 0.0899 |
| AOI/OAI and AO/OA | 23 | 0.0431 |
| buffers and inverters | 14 | 0.0174 |
| DFF | 80 | 0.556 |
| muxes | 7 | 0.0198 |
| adders and majority gates | 3 | 0.0104 |
[layout make-up]
cell class	count	area [um^2]
Sequential cell	80	2000
Multi-Input combinational cell	254	1540
Tap cell	96	120
Fill cell	505	2000
Clock buffer	12	145
Clock inverter	3	90.1
Inverter	3	11.3
Timing Repair Buffer	97	961
[power by group]
| group | leakage [nW] | internal (mW) | total (mW) | switching [mW] |
|---|---|---|---|---|
| sequential | 1.09 | 0.444 | 0.463 | 0.0193 |
| combinational | 0.858 | 0.0553 | 0.0944 | 0.0392 |
| clock | 0.117 | 0.226 | 0.366 | 0.141 |
[layout by cell type (no fill, tap or decap), types with 11 or more instances in the layout]
master,instances
nand3_1,22
clkdlybuf4s50_1,93
and2_1,15
nor2_1,35
xnor2_1,24
xor2_1,13
nand4_1,13
nand2_1,47
and3_1,11
dfrtp_1,80
[metal layers]
layer  global-route usage  part of all wire  vias to the layer above
li1                     -                 -                     1392
met1                0.362              0.48                     1366
met2                0.322              0.46                       69
met3               0.0423             0.048                        6
met4               0.0318             0.010                        0
met5                    0                 0                        -
No activity file was given, so power comes from the tool's default toggle rates.
