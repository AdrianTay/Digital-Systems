File: flow/design.v
module I2C_CCD_Config (	 
						iCLK,
						iRST_N,
						iExposure,
						iUART_CTRL,
						iZOOM_MODE_SW,
						iEXPOSURE_ADJ,
						iEXPOSURE_DEC_p,
						zoom_mode_sw_set,
						iMIRROR_SW,
						I2C_SCLK,
						I2C_SDAT
						);
input			iCLK;
input			iRST_N;
input	[15:0]	iExposure;
input 			iUART_CTRL;
input 			iZOOM_MODE_SW;
output		I2C_SCLK;
inout		I2C_SDAT;
reg	[15:0]	mI2C_CLK_DIV;
reg	[31:0]	mI2C_DATA;
reg			mI2C_CTRL_CLK;
reg			mI2C_GO;
wire		mI2C_END;
wire		mI2C_ACK;
reg	[23:0]	LUT_DATA;
reg	[5:0]	LUT_INDEX;
reg	[3:0]	mSetup_ST;
input 		iEXPOSURE_ADJ;
input		iEXPOSURE_DEC_p;
input		iMIRROR_SW;	
parameter 	default_exposure 			= 16'h0500;
parameter 	exposure_change_value	 	= 16'd30;
reg	[24:0]	combo_cnt;
wire		combo_pulse;
reg	[1:0]	izoom_mode_sw_delay;
output wire		zoom_mode_sw_set;
reg	[3:0]	iexposure_adj_delay;
wire		exposure_adj_set;	
wire		exposure_adj_reset;
reg	[15:0]	senosr_exposure;
wire [23:0] sensor_start_row;
wire [23:0] sensor_start_column;
wire [23:0] sensor_row_size;
wire [23:0] sensor_column_size; 
wire [23:0] sensor_row_mode;
wire [23:0] sensor_column_mode;
wire [23:0] Mirror_d;
assign sensor_start_row 		= 24'h010036;
assign sensor_start_column 		= 24'h020010;
assign sensor_row_size	 		= 24'h0303c3;
assign sensor_column_size 		= 24'h04063F;
assign sensor_row_mode 			= 24'h220011;
assign sensor_column_mode		= 24'h230011;
assign Mirror_d					= iMIRROR_SW ?  24'h204000 : 24'h20c000;
always@(posedge iCLK or negedge iRST_N)
	begin
		if (!iRST_N)
			begin
				iexposure_adj_delay <= 0;
			end
		else 
			begin
				iexposure_adj_delay <= {iexposure_adj_delay[2:0],iEXPOSURE_ADJ};		
			end	
	end
assign 	exposure_adj_set = ({iexposure_adj_delay[0],iEXPOSURE_ADJ}==2'b10) ? 1 : 0 ;
assign  exposure_adj_reset = ({iexposure_adj_delay[3:2]}==2'b10) ? 1 : 0 ;		
always@(posedge iCLK or negedge iRST_N)
	begin
		if (!iRST_N)
			senosr_exposure <= default_exposure;
		else if (exposure_adj_set|combo_pulse)
			begin
				if (iEXPOSURE_DEC_p)
					begin
						if ((senosr_exposure < exposure_change_value)||
							(senosr_exposure == 16'h0))
							senosr_exposure <= 0;
						else	
							senosr_exposure <= senosr_exposure - exposure_change_value;
					end		
				else
					begin
						if (((16'hffff -senosr_exposure) <exposure_change_value)||
							(senosr_exposure == 16'hffff))
							senosr_exposure <= 16'hffff;
						else
							senosr_exposure <= senosr_exposure + exposure_change_value;	
					end		
			end
	end			
always@(posedge iCLK or negedge iRST_N)
	begin
		if (!iRST_N)
			combo_cnt <= 0;
		else if (!iexposure_adj_delay[3])
			combo_cnt <= combo_cnt + 1;
		else
			combo_cnt <= 0;	
	end
assign combo_pulse = (combo_cnt == 25'h1fffff) ? 1 : 0;				
wire	i2c_reset;		
assign i2c_reset = iRST_N & ~exposure_adj_reset & ~combo_pulse ; 
parameter	CLK_Freq	=	50000000;	 
parameter	I2C_Freq	=	20000;		 
parameter	LUT_SIZE	=	25;
always@(posedge iCLK or negedge i2c_reset)
begin
	if(!i2c_reset)
	begin
		mI2C_CTRL_CLK	<=	0;
		mI2C_CLK_DIV	<=	0;
	end
	else
	begin
		if( mI2C_CLK_DIV	< (CLK_Freq/I2C_Freq) )
		mI2C_CLK_DIV	<=	mI2C_CLK_DIV+1;
		else
		begin
			mI2C_CLK_DIV	<=	0;
			mI2C_CTRL_CLK	<=	~mI2C_CTRL_CLK;
		end
	end
end
I2C_Controller 	u0	(	.CLOCK(mI2C_CTRL_CLK),		 
						.I2C_SCLK(I2C_SCLK),		 
 	 	 	 	 	 	.I2C_SDAT(I2C_SDAT),		 
						.I2C_DATA(mI2C_DATA),		 
						.GO(mI2C_GO),      			 
						.END(mI2C_END),				 
						.ACK(mI2C_ACK),				 
						.RESET(i2c_reset)	);
always@(posedge mI2C_CTRL_CLK or negedge i2c_reset)
begin
	if(!i2c_reset)
	begin
		LUT_INDEX	<=	0;
		mSetup_ST	<=	0;
		mI2C_GO		<=	0;
	end
	else if(LUT_INDEX<LUT_SIZE)
		begin
			case(mSetup_ST)
			0:	begin
					mI2C_DATA	<=	{8'hBA,LUT_DATA};
					mI2C_GO		<=	1;
					mSetup_ST	<=	1;
				end
			1:	begin
					if(mI2C_END)
					begin
						if(!mI2C_ACK)
						mSetup_ST	<=	2;
						else
						mSetup_ST	<=	0;							
						mI2C_GO		<=	0;
					end
				end
			2:	begin
					LUT_INDEX	<=	LUT_INDEX+1;
					mSetup_ST	<=	0;
				end
			endcase
		end
end
always
begin
	case(LUT_INDEX)
	0	:	LUT_DATA	<=	24'h000000;
	1	:	LUT_DATA	<=	Mirror_d;				 
	2	:	LUT_DATA	<=	{8'h09,senosr_exposure}; 
	3	:	LUT_DATA	<=	24'h050000;				 
	4	:	LUT_DATA	<=	24'h060019;				 
	5	:	LUT_DATA	<=	24'h0A8000;				 
	6	:	LUT_DATA	<=	24'h2B0033;				 
	7	:	LUT_DATA	<=	24'h2C0135;				 
	8	:	LUT_DATA	<=	24'h2D0339;				 
	9	:	LUT_DATA	<=	24'h2E0033;				 
	10	:	LUT_DATA	<=	24'h100051;				 
	11	:	LUT_DATA	<=	24'h111804;				 
	12	:	LUT_DATA	<=	24'h120001;				 
	13	:	LUT_DATA	<=	24'h100053;				 
	14	:	LUT_DATA	<=	24'h980000;				 
	15	:	LUT_DATA	<=	24'hA00000;				 
	16	:	LUT_DATA	<=	24'hA10000;				 
	17	:	LUT_DATA	<=	24'hA20FFF;				 
	18	:	LUT_DATA	<=	sensor_start_row 	;	 
	19	:	LUT_DATA	<=	sensor_start_column ;	 
	20	:	LUT_DATA	<=	sensor_row_size;		 
	21	:	LUT_DATA	<=	sensor_column_size;		 
	22	:	LUT_DATA	<=	sensor_row_mode;		 
	23	:	LUT_DATA	<=	sensor_column_mode;		 
	24	:	LUT_DATA	<=	24'h4901A8;				 
	default:LUT_DATA	<=	24'h000000;
	endcase
end
endmodule
module I2C_Controller (
	CLOCK,
	I2C_SCLK, 
 	I2C_SDAT, 
	I2C_DATA, 
	GO,       
	END,      
	W_R,      
	ACK,       
	RESET
);
	input  CLOCK;
	input  [31:0]I2C_DATA;	
	input  GO;
	input  RESET;	
	input  W_R;
 	inout  I2C_SDAT;	
	output I2C_SCLK;
	output END;	
	output ACK;
reg SDO;
reg SCLK;
reg END;
reg [31:0]SD;
reg [6:0]SD_COUNTER;
wire I2C_SCLK=SCLK | ( ((SD_COUNTER >= 4) & (SD_COUNTER <=39))? ~CLOCK :0 );
wire I2C_SDAT=SDO?1'bz:0 ;
reg ACK1,ACK2,ACK3,ACK4;
wire ACK=ACK1 | ACK2 |ACK3 |ACK4;
always @(negedge RESET or posedge CLOCK ) begin
if (!RESET) SD_COUNTER=6'b111111;
else begin
if (GO==0) 
	SD_COUNTER=0;
	else 
	if (SD_COUNTER < 41) SD_COUNTER=SD_COUNTER+1;	
end
end
always @(negedge RESET or  posedge CLOCK ) begin
if (!RESET) begin SCLK=1;SDO=1; ACK1=0;ACK2=0;ACK3=0;ACK4=0; END=1; end
else
case (SD_COUNTER)
	6'd0  : begin ACK1=0 ;ACK2=0 ;ACK3=0 ;ACK4=0 ; END=0; SDO=1; SCLK=1;end
	6'd1  : begin SD=I2C_DATA;SDO=0;end
	6'd2  : SCLK=0;
	6'd3  : SDO=SD[31];
	6'd4  : SDO=SD[30];
	6'd5  : SDO=SD[29];
	6'd6  : SDO=SD[28];
	6'd7  : SDO=SD[27];
	6'd8  : SDO=SD[26];
	6'd9  : SDO=SD[25];
	6'd10 : SDO=SD[24];	
	6'd11 : SDO=1'b1; 
	6'd12  : begin SDO=SD[23]; ACK1=I2C_SDAT; end
	6'd13  : SDO=SD[22];
	6'd14  : SDO=SD[21];
	6'd15  : SDO=SD[20];
	6'd16  : SDO=SD[19];
	6'd17  : SDO=SD[18];
	6'd18  : SDO=SD[17];
	6'd19  : SDO=SD[16];
	6'd20  : SDO=1'b1; 
	6'd21  : begin SDO=SD[15]; ACK2=I2C_SDAT; end
	6'd22  : SDO=SD[14];
	6'd23  : SDO=SD[13];
	6'd24  : SDO=SD[12];
	6'd25  : SDO=SD[11];
	6'd26  : SDO=SD[10];
	6'd27  : SDO=SD[9];
	6'd28  : SDO=SD[8];
	6'd29  : SDO=1'b1; 
	6'd30  : begin SDO=SD[7]; ACK3=I2C_SDAT; end
	6'd31  : SDO=SD[6];
	6'd32  : SDO=SD[5];
	6'd33  : SDO=SD[4];
	6'd34  : SDO=SD[3];
	6'd35  : SDO=SD[2];
	6'd36  : SDO=SD[1];
	6'd37  : SDO=SD[0];
	6'd38  : SDO=1'b1; 
    6'd39 : begin SDO=1'b0;	SCLK=1'b0; ACK4=I2C_SDAT; end	
    6'd40 : SCLK=1'b1; 
    6'd41 : begin SDO=1'b1; END=1; end 
endcase
end
endmodule
File: flow/run.sh
#!/bin/bash
# OpenROAD 26Q1-2900-gdf79404cd8, Yosys 0.63+post, stock flow scripts
make -C /OpenROAD-flow-scripts/flow DESIGN_CONFIG=/design/flow/config.mk WORK_HOME=/design/flow/orfs finish
File: flow/config.mk
export PLATFORM = sky130hd
export DESIGN_NAME = I2C_CCD_Config
export DESIGN_NICKNAME = I2C_CCD_Config
export VERILOG_FILES = /design/flow/design.v
export SDC_FILE = /design/flow/constraint.sdc
export NUM_CORES = 4
export LEC_CHECK = 1
export CORE_UTILIZATION = 30
File: flow/constraint.sdc
current_design I2C_CCD_Config

set clk_period 8.8
set clk_io_pct 0.2

create_clock -name clk0 -period $clk_period [get_ports {iCLK}]

set non_clock_inputs [all_inputs -no_clocks]
set_input_delay [expr $clk_period * $clk_io_pct] -clock clk0 $non_clock_inputs
set_output_delay [expr $clk_period * $clk_io_pct] -clock clk0 [all_outputs]
==> impl_metrics.yaml <==
# implementation run metrics
power:
  pwr-share-comb_pct: 3.0
  ir_drop_uv: 105
  pwr-share-clk_pct: 34.7
  power_w: 0.000442
  power.density_nw_per_um2: 132
  p_sw_w: 0.0000931
  p_leak_nw: 1.37
  power.internal_w: 0.000349
  p_sw_share_pct: 21.0
  power_frac_seq_pct: 62.4
setup_path:
  cp_slowest_stage_delay_ns: 0.59
  critPathLaunchType: "register"
  crit_chain: "nor3_1 > a21o_1 > clkdlybuf4s50_1"
  cp-end-kind: "primary output"
  worstRegToRegCells: 4
  worst_path_max_delay_cell: "dfrtp_1"
  cp_max_fo: 21
  required_ns: 7.04
  path_class: "register to primary output"
  critPathArrivalTime_ns: 1.75
placement:
  dp_hpwl_mm: 3.22
  port_buffers: 3
  place_congestion: 0.791
routing:
  top_layer: "met4"
  drt_iter0_drc: 131
  met3WireLength_um: 91
  wl_met2_mm: 2.09
  post_drt_via_cell_ratio: 4.71
  num_antenna_cells: 0
  drt.antenna.violating_nets: 0
  drc: 0
  wl_per_cell_um: 11.0
  firstDrtPassIters: 4
  vias: 2033
  drt-met1-wl_mm: 2.52
  drt-total-wl_mm: 4.76
floorplan:
  core_sq_um: 9860
  die_y_um: 103
  chip_area_sq_um: 10700
  num_rows: 36
  ioPinCount: 26
  die_x_um: 103
  fp_util_pct: 31.2
job:
  max-cap-violations: 0
  tool_warnings: 49
cts:
  ctsHoldBuffers: 0
  insertion_delay_ns: 0.29
  cts_buffers: 5
  clock_path_buffers: 2
  ctsResizeCount: 0
  htree_num_levels: 2
  path_clk_slew_ns: 0.08
  cts_tree: "built"
  cts_setup_buffers: 0
  cts_root_buf: "clkbuf_8"
sta:
  slew_headroom_pct: 48.4
  unclocked_pins: 19
  clock_skew_ns: 0.00576
  setup-tns-final_ns: 0
  worstMarginPinSlew_ns: 0.774
  fmax_mhz: 285
  post-route-min-period_ns: 3.51
  period_used_pct: 39.8
  slew_violations: 0
  hold_viol: 0
  rsz0062_at_grt: "false"
  setup_viol: 0
  untimed_endpoints: 19
global_route:
  first_global_vias: 1908
  overflow: 0
  grt.total_usage_pct: 10.2
  grt_pass1_wl_mm: 8.65
  grt_antenna_before_repair: 0
  grt_max_degree: 37
yosys:
  topCellsByArea: "dfrtp_1 46%, dfstp_2 7.7%, xor2_1 4.6%"
  ys_cells: 296
  yosysSeqAreaShare_pct: 53.2
  syn-cell-area_sq_um: 3080
  netlist.top_cell.by_area: "dfrtp_1"
  yosysUniqueCellTypes: 41
  synth_area_per_cell_sq_um: 10.4
  synthCells: 296
  yosys_area_sq_um: 3080
  async_flop_share_pct: 100
  yosys.area.top_type_share_pct: 45.5
  yosysWarnings: 4
  synth-seq-cells: 65
  ff_type: "dfrtp_1"
  synth-edff-count: 0
  common_cells: "56 x dfrtp_1, 28 x nor2_1, 16 x nand2_1, 16 x xor2_1, 15 x nand3_1"
  top_cell: "dfrtp_1"
outcome:
  status: "completed"
final_layout:
  syn2layout_area_growth_pct: 9.10
  drive_gt1_share_pct: 7.36
worst_hold_path:
  min_path_cells: 0
  hp-class: "register to register"
[metal layers]
layer  global-route usage (%)  vias up
met2                     16.3       11
met1                     15.8      972
met3                     1.37        5
li1                         -     1045
met5                        0        -
met4                     1.08        0
[cell type report]
cell class              instances  area [sq um]
flip-flops and latches         65          1640
well taps                     133           166
clock buffers                   6          72.6
clock inverters                 2          37.5
fillers                       978          6500
inverters                      10          37.5
multi-input cells             211          1360
repair buffers                  5          45.0
[flip-flops by register name, summed over array words and instances (netlist names), 2 cells and up, named ones only]
register / flops
mSetup_ST: 2
iexposure_adj_delay: 4
combo_cnt: 25
mI2C_CLK_DIV: 16
LUT_INDEX: 6
u0.SD_COUNTER: 7
[layout by cell type, fill, tap and decap left out, types with 2 or more instances in the layout]
| cell | count |
|---|---|
| dfrtp_1 | 56 |
| nor2_1 | 28 |
| nand2_1 | 16 |
| xor2_1 | 16 |
| nand3_1 | 15 |
| a21oi_1 | 13 |
| nand4_1 | 12 |
| xnor2_1 | 12 |
| inv_1 | 10 |
| or4_1 | 9 |
| o21ai_0 | 9 |
| dfstp_2 | 9 |
| o31ai_1 | 8 |
| ha_1 | 8 |
| nor3_1 | 7 |
| o21a_1 | 6 |
| conb_1 | 6 |
| and4_1 | 5 |
| and3_1 | 5 |
| clkbuf_8 | 5 |
| nor4_1 | 4 |
| and2_1 | 4 |
| or3_1 | 3 |
| nor2b_1 | 3 |
| a21o_1 | 3 |
| a31oi_1 | 3 |
| clkdlybuf4s50_1 | 3 |
| nand2b_1 | 2 |
| a21boi_0 | 2 |
| buf_4 | 2 |
[through the flow]
stage,setup WS (ns),cell area [sq um],utilization [%],std cells,hold slack [ns]
6_report,5.29,3360,34.1,432,0.356
2_1_floorplan,4.65,3100,-,301,0.331
3_5_place_dp,5.48,3250,32.9,424,0.336
5_1_grt,5.09,3360,34.1,432,0.369
4_1_cts,5.25,3360,34.1,432,0.358
3_3_place_gp,5.48,3250,32.9,424,0.332
[critical path: cells and delay by family (launching register included)]
family                 cells  cell delay (ns)
DFF                        1             0.59
and+or+nand+nor            1             0.28
buffers and inverters      1             0.44
AOI/OAI and AO/OA          1             0.14
[worst paths after layout]
check	startpoint	slack, ns	to
worst max register to register	combo_cnt[8]	6.72	combo_cnt[23]
min in group asynchronous	iexposure_adj_delay[2]	0.55	mI2C_CLK_DIV[15]
worst min register to register	iexposure_adj_delay[1]	0.36	iexposure_adj_delay[2]
max in group asynchronous	iRST_N	5.87	mI2C_CLK_DIV[2]
worst min-delay path	iexposure_adj_delay[1]	0.36	iexposure_adj_delay[2]
worst max-delay path	mI2C_CTRL_CLK	5.29	I2C_SCLK
[power by group through the flow]
| stage | Combinational (W) | Sequential, W | Clock, W |
|---|---|---|---|
| 5_1_grt | 0.0000159 | 0.000279 | 0.000169 |
| 6_report | 0.0000132 | 0.000276 | 0.000153 |
| 4_1_cts | 0.0000140 | 0.000277 | 0.000160 |
[kinds of logic (layout without fill, tap and decap cells)]
| logic type | after synthesis | count (layout) | synth area share (%) |
|---|---|---|---|
| AND/OR/NAND/NOR | 116 | 116 | 20.6 |
| AND-OR/OR-AND | 51 | 51 | 10.6 |
| other | 1 | 6 | 0.122 |
| buffers and inverters | 25 | 23 | 3.54 |
| multiplexers | 2 | 2 | 0.691 |
| flip-flops | 65 | 65 | 53.2 |
| adder cells (fa/ha/maj) | 8 | 8 | 3.25 |
| XOR/XNOR | 28 | 28 | 7.96 |
Power is estimated from default activity; no workload was simulated.
